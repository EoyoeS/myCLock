[config.mk]
export PLATFORM = sky130hd
export DESIGN_NAME = Tellthetime
export DESIGN_NICKNAME = Tellthetime
export VERILOG_FILES = /design/flow/design.v
export SDC_FILE = /design/flow/constraint.sdc
export NUM_CORES = 4
export LEC_CHECK = 1
export CORE_AREA = 10 10 70 70
export DIE_AREA = 0 0 80 80
[constraint.sdc]
current_design Tellthetime

set clk_period 3.1
set clk_io_pct 0.2

create_clock -name clk0 -period $clk_period

set non_clock_inputs [all_inputs -no_clocks]
set_input_delay [expr $clk_period * $clk_io_pct] -clock clk0 $non_clock_inputs
set_output_delay [expr $clk_period * $clk_io_pct] -clock clk0 [all_outputs]
[design.v]
`timescale 1ns / 1ps
module Tellthetime(Hour12, tell, CP, Di, Second);
	input [7:0] Hour12, Second;
	input tell, CP;
	output Di;
	wire [3:0] H_num, S_num;
	reg [3:0] count = 0;
	assign H_num = Hour12[3:0] + (Hour12[7:4] != 0 ? 4'ha : 0);
	assign S_num = (Second[7:4] == 0 || Second[7:4] == 4'h1 && Second[3:0] <= 5) ? (Second[3:0] + (Second[7:4] ? 4'ha : 0)) : 4'hf;
	assign Di = tell && CP && S_num < H_num;
endmodule
[run.sh]
#!/bin/bash
# OpenROAD 26Q1-2900-gdf79404cd8, Yosys 0.63+post, stock flow scripts
make -C /OpenROAD-flow-scripts/flow DESIGN_CONFIG=/design/flow/config.mk WORK_HOME=/design/flow/orfs finish
==> run_summary.xml <==
<?xml version="1.0" encoding="UTF-8"?>
<metrics>
  <group name="run_status">
    <metric name="status" unit="">finished, violations left</metric>
    <metric name="failed_checks" unit="">negative setup slack</metric>
  </group>
  <group name="floorplanning">
    <metric name="fp-utilization" unit="%">7.253</metric>
    <metric name="dieWidth" unit="um">80</metric>
    <metric name="floorplan.io_pins" unit="">19</metric>
    <metric name="row_count" unit="">21</metric>
    <metric name="design.die.area" unit="um2">6400</metric>
    <metric name="design.core.area" unit="um2">3416</metric>
    <metric name="die_height" unit="um">80</metric>
  </group>
  <group name="global_route">
    <metric name="grt_remaining_overflow" unit="">0</metric>
    <metric name="grt_start_max_net_pins" unit="">5</metric>
    <metric name="grt_pass1_vias" unit="">339</metric>
    <metric name="antenna_found_initial" unit="">0</metric>
    <metric name="grt_first_pass_wirelength" unit="um">1566</metric>
    <metric name="groute.usage.overall" unit="%">2.865</metric>
  </group>
  <group name="sta">
    <metric name="timing.max_slew.rel_slack" unit="%">77.54</metric>
    <metric name="min_period" unit="ns">3.416</metric>
    <metric name="timing.final.crit_share" unit="%">110.2</metric>
    <metric name="finalHoldWorstSlack" unit="ns">1.857</metric>
    <metric name="rsz0062_at_grt" unit="">yes</metric>
    <metric name="worst_pin_slew" unit="ns">0.3369</metric>
    <metric name="timing.fmax" unit="MHz">292.7</metric>
    <metric name="endpoints_failing_setup" unit="">1</metric>
    <metric name="setup-tns-final" unit="ns">-0.3161</metric>
    <metric name="hold_viol_final" unit="">0</metric>
    <metric name="postLayoutSetupSlackWorst" unit="ns">-0.3161</metric>
    <metric name="slew_violations" unit="">0</metric>
  </group>
  <group name="logic_synthesis">
    <metric name="ys_area" unit="um2">247.7</metric>
    <metric name="netlist-cell-type-count" unit="">16</metric>
    <metric name="synthesis.yosys.warnings" unit="">1</metric>
    <metric name="yosysCellCount" unit="">27</metric>
    <metric name="synthTopCellsByArea" unit="">sky130_fd_sc_hd__ha_1, sky130_fd_sc_hd__a2111oi_4, sky130_fd_sc_hd__xnor2_1, sky130_fd_sc_hd__xor2_1, sky130_fd_sc_hd__nand2b_1</metric>
    <metric name="ys_seq_share" unit="%">0</metric>
    <metric name="syn-mean-instance-area" unit="um2">9.175</metric>
    <metric name="post_synth_inst_count" unit="">27</metric>
    <metric name="top_cell_area_share" unit="%">35.35</metric>
    <metric name="synth.largest_area_cell" unit="">sky130_fd_sc_hd__ha_1</metric>
    <metric name="synth_area" unit="um2">247.7</metric>
  </group>
  <group name="worst_hold_path">
    <metric name="hp-class" unit="">primary input to output port</metric>
    <metric name="min_path_cells" unit="">6</metric>
  </group>
  <group name="layout">
    <metric name="area.growth.synth_to_final" unit="%">164.6</metric>
    <metric name="layoutNonFillerInstCount" unit="">102</metric>
    <metric name="final.fill_count" unit="">379</metric>
    <metric name="comb_gate_area" unit="um2">332.8</metric>
    <metric name="final_layout_size_suffix_gt1_share" unit="%">50.00</metric>
    <metric name="sequential_cell_area" unit="um2">0</metric>
    <metric name="clock_buffer_count" unit="">0</metric>
    <metric name="top_cell_excl_fill_tap" unit="">sky130_fd_sc_hd__clkdlybuf4s50_1</metric>
    <metric name="layout.cells.most_common_list" unit="">sky130_fd_sc_hd__clkdlybuf4s50_1, sky130_fd_sc_hd__buf_4, sky130_fd_sc_hd__ha_4, sky130_fd_sc_hd__buf_6</metric>
    <metric name="layout.sequential_cells" unit="">0</metric>
    <metric name="layout.core_utilization" unit="%">19.19</metric>
  </group>
  <group name="placed_design">
    <metric name="gp_congestion" unit="">0.7295</metric>
    <metric name="numPlacedInstances" unit="">101</metric>
    <metric name="dpl_worst_slack" unit="ns">-1.080</metric>
    <metric name="numPortBuffers" unit="">19</metric>
  </group>
  <group name="drt">
    <metric name="wl_per_cell" unit="um">9.333</metric>
    <metric name="drt-initial-drc-count" unit="">3</metric>
    <metric name="final_antenna_net_count" unit="">0</metric>
    <metric name="via_count_normalized_by_instance_count" unit="">3.098</metric>
    <metric name="n_antenna_cell" unit="">0</metric>
    <metric name="via_count" unit="">316</metric>
    <metric name="first_pass_iters" unit="">2</metric>
    <metric name="drc" unit="">0</metric>
    <metric name="routed_wl" unit="um">952</metric>
  </group>
  <group name="power">
    <metric name="power.internal" unit="uW">53.07</metric>
    <metric name="power.net_switching" unit="uW">31.64</metric>
    <metric name="power_density" unit="nW/um2">129.2</metric>
    <metric name="worst_ir_drop_vdd" unit="uV">54.82</metric>
    <metric name="static-leakage-power" unit="uW">0.0002537</metric>
    <metric name="power.share.switching" unit="%">37.35</metric>
    <metric name="share_seq_of_total_power" unit="%">0</metric>
    <metric name="clock_power_share" unit="%">0</metric>
    <metric name="combinationalPowerShare" unit="%">100.0</metric>
  </group>
  <group name="setup_path">
    <metric name="crit_arrival" unit="ns">2.80</metric>
    <metric name="critical_path_class" unit="">primary input to output port</metric>
    <metric name="cp-start-kind" unit="">primary input</metric>
    <metric name="worstSetupEndpointType" unit="">output port</metric>
    <metric name="worst-path-max-fanout" unit="">2</metric>
    <metric name="timing.critical_path.required" unit="ns">2.48</metric>
  </group>
  <group name="job">
    <metric name="warning_count" unit="">35</metric>
    <metric name="max-cap-violations" unit="">0</metric>
  </group>
</metrics>
==> synth_stat cells <==
cell type,n
sky130_fd_sc_hd__ha_1,7
sky130_fd_sc_hd__inv_1,3
sky130_fd_sc_hd__nand2b_1,2
sky130_fd_sc_hd__xnor2_1,2
sky130_fd_sc_hd__xor2_1,2
sky130_fd_sc_hd__a2111oi_4,1
sky130_fd_sc_hd__a21o_1,1
sky130_fd_sc_hd__a21oi_1,1
sky130_fd_sc_hd__and3b_1,1
sky130_fd_sc_hd__nand2_1,1
sky130_fd_sc_hd__nand3_1,1
sky130_fd_sc_hd__nor2b_1,1
sky130_fd_sc_hd__o21ba_1,1
sky130_fd_sc_hd__o221ai_1,1
sky130_fd_sc_hd__or4_1,1
sky130_fd_sc_hd__or4_4,1
==> metal layers <==
layer	global-route usage [%]	share of wire, %	wire length, um
met1	4.095	54	510
met2	3.852	32	305
met3	1.591	14	136
met4	0	0	0
met5	0	0	0
==> final timing paths <==
path,start,to
worst max-delay path,Hour12[5],Di
worst min-delay path,Second[6],Di
==> area by class of cell <==
class / count / share of cell area (%)
inverter: 3 / 1.718
multi-input combinational: 24 / 50.76
tap: 46 / 8.779
timing repair buffer: 29 / 38.74
==> what timing repair did <==
action,in CTS,in global routing
resized,34,7
pin swaps,12,6
endpoints found under the setup margin,1,1
hold endpoints to repair,0,0
hold buffers,0,0
buffers inserted,1,0
==> cells by family (layout without fill, tap and decap cells) <==
logic type	Yosys count	after routing	share of synthesized area, %
buf+inv	3	32	4.545
xor+xnor	4	4	14.14
simple gates	8	8	22.22
compound gates	5	5	23.74
fa+ha+maj	7	7	35.35
==> metrics by stage <==
| stage | total power [uW] | instance area (um2) |
|---|---|---|
| 6_report | 84.70 | 655.6 |
| 5_1_grt | 94.65 | 655.6 |
| 4_1_cts | 76.33 | 626.9 |
| 3_5_place_dp | 65.77 | 568.0 |
| 3_3_place_gp | 64.48 | 568.0 |
| 2_1_floorplan | 24.35 | 252.7 |
==> power groups by stage <==
stage     combinational (uW)  clock [uW]  sequential (uW)
5_1_grt                 94.7           0                0
6_report                84.7           0                0
4_1_cts                 76.3           0                0
==> critical path: stages <==
cell and delay, ns:
sky130_fd_sc_hd__dlygate4sd2_1 0.23, sky130_fd_sc_hd__or4_4 0.49, sky130_fd_sc_hd__ha_4 0.18, sky130_fd_sc_hd__ha_4 0.15, sky130_fd_sc_hd__xor2_1 0.16, sky130_fd_sc_hd__xnor2_1 0.25, sky130_fd_sc_hd__ha_4 0.26, sky130_fd_sc_hd__nand3_4 0.06
sky130_fd_sc_hd__o221ai_2 0.08, sky130_fd_sc_hd__o21ba_1 0.21, sky130_fd_sc_hd__buf_2 0.09
Power is estimated from default activity; no workload was simulated.
