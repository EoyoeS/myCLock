**config.mk**
```make
export PLATFORM = sky130hd
export DESIGN_NAME = t24t12
export DESIGN_NICKNAME = t24t12
export VERILOG_FILES = /design/flow/design.v
export SDC_FILE = /design/flow/constraint.sdc
export NUM_CORES = 4
export LEC_CHECK = 1
export CORE_AREA = 10 10 70 70
export DIE_AREA = 0 0 80 80
```
**constraint.sdc**
```tcl
current_design t24t12

set clk_period 4.3
set clk_io_pct 0.2

create_clock -name clk0 -period $clk_period

set non_clock_inputs [all_inputs -no_clocks]
set_input_delay [expr $clk_period * $clk_io_pct] -clock clk0 $non_clock_inputs
set_output_delay [expr $clk_period * $clk_io_pct] -clock clk0 [all_outputs]
```
**design.v**
```verilog
`timescale 1ns / 1ps
module t24t12(Trans, Hour24, Hour_t, Line, Hour12);
	input Trans;
	input [7:0] Hour24;
	output reg [7:0] Hour_t, Hour12;
	output reg [3:0] Line = 4'hb;
	always @(*) begin
		if (Hour24 != 0 && Hour24 <= 8'h12) begin
			Hour12 = Hour24;
			if (Hour24 == 8'h12) begin
				Line = 4'hf;
			end
			else begin
				Line = 4'ha;
			end
		end
		else begin
			if (Hour24 == 0) begin
				Hour12 = 8'h12;
				Line = 4'ha;
			end
			else if (Hour24 <= 8'h21 && Hour24 >= 8'h20) begin
				Hour12[7:4] = 0;
				Hour12[3:0] = 4'h8 + Hour24[3:0];
				Line = 4'hf;
			end
			else begin
				Hour12 = Hour24 - 8'h12;
				Line = 4'hf;
			end
		end
		if (~Trans) begin
			Hour_t = Hour24;
			Line = 4'hb;
		end
		else begin
			Hour_t = Hour12;
		end
	end
endmodule
```
**run.sh**
```bash
#!/bin/bash
# OpenROAD 26Q1-2900-gdf79404cd8, Yosys 0.63+post, stock flow scripts
make -C /OpenROAD-flow-scripts/flow DESIGN_CONFIG=/design/flow/config.mk WORK_HOME=/design/flow/orfs finish
```
==> flow_metrics.tcl <==
# metrics dict for downstream scripts
set metrics [dict create \
    outcome "complete, no violations" \
    syn-cell-area_um2 493 \
    p_leak_nw 0.306 \
    ios 29 \
    postLayoutCoreUtil_pct 22.8 \
    vias 576 \
    synth.distinct_cells 37 \
    drt-initial-drc-count 20 \
    power_density_nw_per_um2 95.3 \
    n_clock_buffer 0 \
    wire_per_inst_um 11.0 \
    core_um2 3420 \
    synth_dominant_cell_count "nand2_1" \
    drt_first_pass_iters 4 \
    wl_mm 1.59 \
    crit_buf_inv 2 \
    topCellsByArea "nand2_1 (7.6%), a21oi_1 (6.1%), nor2_1 (6.1%)" \
    fp-utilization_pct 14.4 \
    power.total_mw 0.0743 \
    hold_buffers 0 \
    track_usage_pct 4.94 \
    cts_setup_buffers 0 \
    whs_path_depth 2 \
    yosys_cells 78 \
    chip_area_um2 6400 \
    hold_viol 0 \
    antenna_cells_inserted 0 \
    worst_setup_path_end_kind "primary output" \
    top_area_share_pct 7.61 \
    crit_path_max_fanout 9 \
    cp_slowest_stage_delay_ns 0.55 \
    antenna_found_initial 0 \
    port_buffers 27 \
    grt_pass1_vias 578 \
    syn_area_per_cell_um2 6.32 \
    setup_viol 0 \
    rsz0062_at_grt "no" \
    area_growth_pct 58.1 \
    yosys_warnings 1 \
    required_ns 3.44 \
    syn_inst 78 \
    clock.fmax_mhz 251 \
    finalCritPeriodShare_pct 92.6 \
    drc 0 \
    drt-vias-per-instance 3.97 \
    die_h_um 80 \
    rows 21 \
    grt_max_degree 13 \
    min_from "Hour24[0]" \
    gp_congestion 0.810 \
    warnings 33 \
    cts_resized 0 \
    ys_seq_share_pct 0 \
    ff_count 0 \
    start_kind "input port" \
    drive_gt1_share_pct 11.1 \
    worst_path_most_repeated_cell "clkdlybuf4s50_1" \
    vdd_ir_drop_max_uv 41.4 \
    worstSetupPathType "input port to primary output" \
    grt_pass1_wl_mm 2.69 \
    slew_viol_final 0 \
    fillCellCount 389 \
    die_w_um 80 \
    critPathTopFamily "buffers and inverters" \
    fin_setup_tns_ns 0 \
    crit_slowest_cell "or3_1" \
    dp_hpwl_mm 1.36 \
    grt.overflow.total 0 \
    yosysTopAreaCell "nand2_1" \
    cp.arrival_ns 3.12 \
    crit_chain "clkdlybuf4s50_1 -> or3_1 -> a21oi_2 -> o21ai_2 -> nand2_2 -> mux2_2 -> clkdlybuf4s50_1" \
    drv_cap 0 \
    yosys-top-cells-count "nand2_1 (10), nor2_1 (8), a21oi_1 (6)" \
    ys_area_um2 493 \
    min_to "Hour12[0]" \
    min_period_ns 3.98 \
    ant_nets 0 \
    hp-class "input port to primary output" \
    seqCellArea_um2 0 \
]
-- worst max-delay path by stage --
stage,startpoint,end,slack (ns),cells past startpoint
final,Hour24[1],Hour_t[2],0.32,7
after global routing,Hour24[1],Hour_t[2],0.16,8
after CTS,Hour24[1],Hour_t[2],0.32,7
-- metal layers --
layer / GRT usage [%] / share of wire [%] / vias to the layer above
met5: 0 / 0 / -
met4: 0 / 0 / 0
met3: 1.25 / 7.3 / 0
met2: 8.75 / 50 / 13
met1: 6.20 / 42 / 257
li1: - / - / 306
-- logic make-up after synthesis --
| family | share of synthesized area, % |
|---|---|
| buffers and inverters | 16.0 |
| AND-OR/OR-AND | 26.9 |
| multiplexers | 9.64 |
| AND/OR/NAND/NOR | 36.3 |
| XOR/XNOR | 5.33 |
| other | 0.761 |
| adder cells (fa/ha/maj) | 5.08 |
-- area by class of cell --
class	count	area (µm²)	area share [%]
well taps	46	57.6	7.38
inverters	5	18.8	2.41
repair buffers	29	285	36.6
multi-input cells	65	418	53.6
-- power breakdown --
part | switching, mW | total (mW) | internal [mW] | leakage (nW)
Sequential | 0 | 0 | 0 | 0
Combinational | 0.0283 | 0.0743 | 0.0460 | 0.306
Clock | 0 | 0 | 0 | 0
-- placed cells by master, fill, tap and decap left out, types with 2 or more instances in the layout --
master           instances
a21oi_1                  6
buf_4                    2
clkdlybuf4s50_1         27
conb_1                   2
ha_1                     2
inv_1                    5
mux2_2                   2
nand2_1                 10
nand3_1                  4
nor2_1                   8
nor3_1                   2
o21ai_0                  4
or3_1                    2
xnor2_1                  2
-- through the flow --
stage / instances / instance area (µm²) / setup WS [ns] / hold WS [ns]
floorplan: 79 / 497 / 1.37 / 1.74
global placement: 145 / 779 / 0.358 / 2.72
detailed placement: 145 / 779 / 0.329 / 2.72
CTS: 145 / 779 / 0.318 / 2.72
global route: 145 / 779 / 0.157 / 2.76
finish: 145 / 779 / 0.317 / 2.70
Power figures rest on the tool's default switching activity, not on a simulated workload.
